==> ./design.v <==
`timescale 1ns / 1ps
module main_top(
    input CLKCPU_A, 
    input AS20, 
    input DS20, 
    input RW, 
    input [23:0] A,
    inout [31:24] D,
    output [1:0] DSACK,
    input PUNT_IN, 
    output PUNT_OUT,
	 output INTSIG1,
	 output INTSIG2,
	 output INTSIG3,
	 output INTSIG4,
	 output INTSIG5,
	 output INTSIG6,
	 output INTSIG7,
	 input INTSIG8,  
    input SPI_CK, 
    input SPI_MOSI, 
    output SPI_MISO
);
wire reset = 1'b1;
wire chipset_decode = A[23:12] != 12'hDFF;
wire ciaa_decode = A[23:12] != 12'hBFE;
wire ciab_decode = A[23:12] != 12'hBFD;
wire rtc_decode = A[23:16] != 8'b1101_1100;
localparam CIA_PRA   = 12'h001;
localparam JOY0DAT_H = 12'h00A;
localparam JOY0DAT_L = JOY0DAT_H + 1;
localparam JOY1DAT_H = 12'h00C;
localparam JOY1DAT_L = JOY1DAT_H + 1;
wire [5:0] joya;
wire [5:0] joyb;
wire [2:0] mouse_buttons;
wire [15:0] mouse0dat;
user_io user_io(
     .SPI_CLK(SPI_CK),
     .SPI_SS_IO(INTSIG8),
     .SPI_MISO(SPI_MISO),
     .SPI_MOSI(SPI_MOSI),
     .JOY0(joya),
     .JOY1(joyb),
     .MOUSE_BUTTONS(mouse_buttons),
     .CORE_TYPE(8'ha1),     
     .BUTTONS(board_buttons),
	 .SWITCHES(board_switches),
     .MOUSE_DATA(mouse0dat)
  );
wire _mleft = ~mouse_buttons[0];
wire _mright = ~mouse_buttons[1];
wire _mthird = ~mouse_buttons[2];
reg	joy1enable = 0;
always @(posedge CLKCPU_A) begin 
	if (!_mleft || reset)  
		joy1enable = 0;
	else if (!joya[4]) 
		joy1enable = 0;
end
reg [7:0] data_out;
reg       dsack_int;
reg    dsack_int_d;
wire fire0 = _mleft;
wire fire1 = joyb[4];
wire punt_int = ~RW | ~PUNT_IN | AS20 | chipset_decode | ((A[11:0] != JOY0DAT_H) & (A[11:0] != JOY0DAT_L) & (A[11:0] != CIA_PRA))|rtc_decode;
always @(negedge CLKCPU_A or posedge AS20) begin	
    if (AS20 == 1'b1) begin 
        dsack_int   <= 1'b1;
        dsack_int_d <= 1'b1;
    end else begin 
        dsack_int   <= punt_int;
        dsack_int_d <= dsack_int;
    end
end
always @(negedge DS20 ) begin 
    case (A[11:0]) 
        CIA_PRA: data_out <= {fire1, fire0, 6'b00_0001};
        JOY0DAT_H: data_out <= mouse0dat[15:8];
        JOY0DAT_L: data_out <= mouse0dat[7:0];
        JOY1DAT_H: data_out <= {6'b000000,~joyb[0],joyb[2]^joyb[0]};
        JOY1DAT_L: data_out <= {6'b000000,~joyb[1],joyb[3]^joyb[1]};
    endcase 
end
assign PUNT_OUT = PUNT_IN ? punt_int ? 1'bz : 1'b0 : 1'b0;
assign INTSIG2 = A[23:16] == 8'b1101_1100;  
assign D[31:24] = dsack_int ? {8{1'bz}} : data_out;
assign DSACK = punt_int ? 2'bzz : {1'b1, dsack_int_d};
assign INTSIG3 = A[3];
assign INTSIG5 = A[5];
endmodule
module user_io( 
	   input      SPI_CLK,
	   input      SPI_SS_IO,
	   output     reg SPI_MISO,
	   input      SPI_MOSI,
	   input [7:0] CORE_TYPE,
		output [5:0] JOY0,
		output [5:0] JOY1,
		output [2:0] MOUSE_BUTTONS,
		output       KBD_MOUSE_STROBE,
		output [1:0] KBD_MOUSE_TYPE,
		output [7:0] KBD_MOUSE_DATA,
		output [1:0] BUTTONS,
		output [1:0] SWITCHES,
		output [15:0] MOUSE_DATA
	   );
   reg [6:0]         sbuf;
   reg [7:0]         cmd;
   reg [5:0] 	      cnt;
   reg [5:0]         joystick0;
   reg [5:0]         joystick1;
   reg [3:0] 	      but_sw;
	reg               kbd_mouse_strobe;
   reg [1:0]         kbd_mouse_type;
   reg [7:0]         kbd_mouse_data;
   reg [2:0]         mouse_buttons = 3'b000;
	reg [7:0]		   mousex = 0;
	reg [7:0]		   mousey = 0;
	assign JOY0 = joystick0;
	assign JOY1 = joystick1;
	assign KBD_MOUSE_DATA = kbd_mouse_data;  
	assign KBD_MOUSE_TYPE = kbd_mouse_type;  
	assign KBD_MOUSE_STROBE = kbd_mouse_strobe;  
	assign MOUSE_BUTTONS = mouse_buttons;  
	assign BUTTONS = but_sw[1:0];
	assign SWITCHES = but_sw[3:2];
   always@(negedge SPI_CLK) begin
      if(cnt < 8)
		  SPI_MISO <= CORE_TYPE[7-cnt];
	end
   always@(posedge SPI_CLK or posedge SPI_SS_IO) begin
		if(SPI_SS_IO == 1) begin
        cnt <= 0;
		end else begin
			sbuf[6:1] <= sbuf[5:0];
			sbuf[0] <= SPI_MOSI;
			cnt <= cnt + 1;
	      if(cnt == 7) begin
			   cmd[7:1] <= sbuf; 
				cmd[0] <= SPI_MOSI;
		   end	
	      if(cnt == 8) begin
				if(cmd == 4)
				  kbd_mouse_type <= 2'b00;   
				else if(cmd == 5)
				  kbd_mouse_type <= 2'b10;   
		 		else if(cmd == 6)
				  kbd_mouse_type <= 2'b11;   
		   end
	      kbd_mouse_strobe <= 0;
	      if(cnt == 15) begin
			   if(cmd == 1) begin
					 but_sw[3:1] <= sbuf[2:0]; 
					 but_sw[0] <= SPI_MOSI; 
				end
			   if(cmd == 2) begin
					 joystick0[5:1] <= sbuf[4:0]; 
					 joystick0[0] <= SPI_MOSI; 
				end
			   if(cmd == 3) begin
					 joystick1[5:1] <= sbuf[4:0]; 
					 joystick1[0] <= SPI_MOSI; 
			   end
			   if((cmd == 4)||(cmd == 5)||(cmd == 6)) begin
					 mousex <= {sbuf[6:0], SPI_MOSI};
				end
			end	
			if(cmd == 4) begin
				if(cnt == 23) begin
					 mousey <= {sbuf[6:0], SPI_MOSI}; 
				end
				if(cnt == 31) begin
					 mouse_buttons[2:1] <= sbuf[1:0]; 
					 mouse_buttons[0] <= SPI_MOSI; 
				end
			end
		end
	end
assign MOUSE_DATA = {mousey, mousex};
endmodule
==> ./run.sh <==
#!/bin/bash
# OpenROAD 26Q1-2900-gdf79404cd8, Yosys 0.63+post, stock flow scripts
make -C /OpenROAD-flow-scripts/flow DESIGN_CONFIG=/design/flow/config.mk WORK_HOME=/design/flow/orfs finish
==> ./config.mk <==
export PLATFORM = sky130hd
export DESIGN_NAME = main_top
export DESIGN_NICKNAME = main_top
export VERILOG_FILES = /design/flow/design.v
export SDC_FILE = /design/flow/constraint.sdc
export NUM_CORES = 4
export LEC_CHECK = 1
export CORE_UTILIZATION = 30
==> ./constraint.sdc <==
current_design main_top

set clk_period 1.0
set clk_io_pct 0.2

create_clock -name clk0 -period $clk_period [get_ports {CLKCPU_A}]
create_clock -name clk1 -period $clk_period [get_ports {DS20}]
create_clock -name clk2 -period $clk_period [get_ports {SPI_CK}]

set non_clock_inputs [all_inputs -no_clocks]
set_input_delay [expr $clk_period * $clk_io_pct] -clock clk0 $non_clock_inputs
set_output_delay [expr $clk_period * $clk_io_pct] -clock clk0 [all_outputs]
==> reports/results.ini <==
[pwr]
powerDensity_nw_per_um2=1490
ir_worst_vdd_mv=0.831
p_leak_nw=1.31

[global_route]
antenna_found_initial=0
track_usage_pct=10.9
grt_pass1_vias=1491
grt_max_degree=15
gr-total-overflow=0
grt_pass1_wl_microns=6230

[drt]
wl_microns=3840
first_iter_violations=30
wl_per_cell_microns=11.7
via_per_inst=4.29
insertedDiodeCount=0
drc=0
drt-pass1-iter-count=4
vias=1408
postRouteAntennaNets=0

[setup_path]
crit_path_end_kind=flop
worst-r2r-setup-slack_ps=-710
reg2reg_from=user_io.cmd[5]$_DFFE_PP_
arrival_ps=1710
r2r_cells=5
cp.required_ps=1000
crit_path_max_fanout=5
r2r_end=user_io.joystick1[4]$_DFFE_PP_
startpoint_type=flop
crit_type=flop to flop

[sta]
rsz0062_at_grt=true
hold_violations=0
fin_skew_ps=60.4
slew_violations=0
setup_viol=61
setup_ws_ps=-709

[die]
placementRows=31
dieHeight_microns=88.4
io_pins=51
chipArea_sq_um=7810
core-area_sq_um=7210
die_w_microns=88.4
fp_util_pct=31.0

[place]
dpl.cell_count=298
place_congestion=0.748
hpwlAfterDp_microns=2660
place_area_sq_um=2940
port_buffers=28

[synthesis]
yosysWarnings=13
ys_ff=54
synth_cells=145
yosys-top-cells-area=edfxtp_1 62%, dfrtp_1 6.7%, mux2i_1 4.0%, buf_4 3.0%, dfstp_2 2.3%
largest_area_cell=edfxtp_1
syn_area_sq_um=2240
syn_area_per_cell_sq_um=15.4
ys_seq_share_pct=70.8
ys_types=34
ys_cells=145
yosysTopAreaCellShare_pct=61.7
ys_area_sq_um=2240

[flow_run]
cap_violations=0
warning_count=47

[worst_hold_path]
hold_class=primary input to asynchronous set/reset pin

[cells_and_area]
drive_above_1_share_pct=49.3
final_common_cell=edfxtp_1
fin_area_sq_um=3380
mostFrequentLayoutCells=46 x edfxtp_1, 23 x buf_4, 22 x buf_6
fin_cells=328
syn2layout_area_growth_pct=51.2

[cts]
clock-sinks=54
cts_tree=done
clk_pin_slew_worst_paths_ps=80

[outcome]
outcome=finished with violations
violations=setup timing

-- area by class of cell --
| cell class | count | area (sq um) |
|---|---|---|
| fill | 625 | 3830 |
| inverter | 6 | 22.5 |
| multi-input combinational | 75 | 778 |
| tap | 99 | 124 |
| clock inverter | 13 | 76.3 |
| clock buffer | 12 | 176 |
| timing repair buffer | 69 | 619 |
| sequential | 54 | 1590 |
-- repair_timing --
item                       in CTS  in global routing
hold buffers                    0                  0
setup endpoints to repair      63                 64
buffers inserted                6                  6
resized                        93                 35
pin swaps                      26                 21
-- worst max-delay path by stage --
stage	startpoint	depth (start not counted)	end	slack (ps)
CTS	user_io.joystick1[1]$_DFFE_PP_	3	D[24]$_DFFE_NP_	-630
global route	user_io.cmd[5]$_DFFE_PP_	5	user_io.joystick1[4]$_DFFE_PP_	-780
finish	user_io.cmd[5]$_DFFE_PP_	5	user_io.joystick1[4]$_DFFE_PP_	-710
-- registers in the layout (all words and copies together), names as in the netlist --
register and count:
D 8, dsack_int 1, dsack_int_d 1, user_io.SPI_MISO 1
user_io.cmd 8, user_io.cnt 6, user_io.joystick1 5, user_io.mouse_buttons 1
user_io.mousex 8, user_io.mousey 8, user_io.sbuf 7
-- cells in the mapped netlist, drive strengths merged --
library cell  instances
o2111a                1
mux2i                 9
dfstp                 2
xnor2                 5
o22ai                 1
nand4b                4
nor4bb                1
edfxtp               46
or3b                  2
ha                    3
nor2                  9
nor3b                 1
o21a                  1
inv                   9
o221ai                2
xor2                  1
a211oi                2
conb                  2
a21o                  1
nand2b                1
nand3b                3
nand3                 4
nor3                  3
nand4                 2
dfrtp                 6
nor4                  5
nor2b                 1
nand2                 5
a32oi                 1
buf                  12
-- power breakdown --
group / internal, mW / switching (mW)
clock network: 1.47 / 0.826
logic: 0.141 / 0.0999
registers: 2.47 / 0.0203
-- cell families (layout without fill, tap and decap cells) --
| family | count (synthesis) | count (layout) | synth area share [%] |
|---|---|---|---|
| xor gates and xnor gates | 6 | 6 | 2.35 |
| AOI/OAI and AO/OA | 9 | 9 | 3.30 |
| other | 2 | 7 | 0.336 |
| and+or+nand+nor | 41 | 41 | 11.7 |
| DFF | 54 | 54 | 70.8 |
| buffers and inverters | 21 | 100 | 5.76 |
| muxes | 9 | 9 | 4.03 |
| adders and majority gates | 3 | 3 | 1.68 |
-- critical path, cell delays in order, from the launching register on --
cell,delay (ps)
edfxtp_1,420
nor4_4,360
nand4b_1,160
buf_4,180
nor4_4,130
buf_4,180
-- routing by layer --
metal | track usage (%) | vias to the layer above | wire [microns]
li1 | - | 686 | -
met1 | 14.6 | 654 | 1660
met2 | 17.1 | 58 | 1780
met5 | 0 | - | 0
met3 | 4.54 | 10 | 310
met4 | 3.08 | 0 | 85
-- per-stage QoR --
| step | hold slack (ps) | power [mW] | utilization (%) | TNS, ps | worst slack, ps |
|---|---|---|---|---|---|
| 6_report | 307 | 5.03 | 46.9 | -30070 | -709 |
| 5_1_grt | 318 | 5.29 | 46.9 | -33130 | -783 |
| 4_1_cts | 260 | 5.08 | 45.7 | -28840 | -633 |
| 3_5_place_dp | 350 | 2.86 | 40.7 | -44820 | -1320 |
| 3_3_place_gp | 348 | 2.86 | 40.7 | -44250 | -1290 |
| 2_1_floorplan | 71.6 | 2.72 | - | -25400 | -898 |
Power figures rest on the tool's default switching activity, not on a simulated workload.
